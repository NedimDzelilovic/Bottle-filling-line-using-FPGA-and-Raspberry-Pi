`design/flow/config.mk`:
```
export PLATFORM = sky130hd
export DESIGN_NAME = hcsr04
export DESIGN_NICKNAME = hcsr04
export VERILOG_FILES = /design/flow/design.v
export SDC_FILE = /design/flow/constraint.sdc
export NUM_CORES = 4
export LEC_CHECK = 1
export CORE_UTILIZATION = 30
```
`design/flow/constraint.sdc`:
```
current_design hcsr04

set clk_period 6.0
set clk_io_pct 0.2

create_clock -name clk0 -period $clk_period [get_ports {clk}]

set non_clock_inputs [all_inputs -no_clocks]
set_input_delay [expr $clk_period * $clk_io_pct] -clock clk0 $non_clock_inputs
set_output_delay [expr $clk_period * $clk_io_pct] -clock clk0 [all_outputs]
```
`design/flow/run.sh`:
```
#!/bin/bash
# OpenROAD 26Q1-2900-gdf79404cd8, Yosys 0.63+post, stock flow scripts
make -C /OpenROAD-flow-scripts/flow DESIGN_CONFIG=/design/flow/config.mk WORK_HOME=/design/flow/orfs finish
```
`design/flow/design.v`:
```
module hcsr04(clk, trig, echo, motor_pregrada);
input clk;
input echo;
output trig;
output[3:0] motor_pregrada;
reg[1:0] step1;
reg[3:0] motor_pregrada; 
reg[31:0] StepCounter = 32'b0;
reg trig_value = 1'b0;
reg [21:0] counter = 22'd00_0000_0000_0000_0000_0000;
reg [18:0] echo_counter = 19'd000_0000_0000_0000_0000;
reg [19:0] delay_counter = 20'd0000_0000_0000_0000_0000;
parameter[31:0] step_delay = 32'd200000;	 
parameter input_angle = 200;  
integer angle = 0;
integer blokiranje_senzor = 0;
always @(posedge clk )
begin
	counter<=counter+1'b1;
	if(counter<=500)
		begin
		trig_value <=1'b1;
		end
	else
		begin
		trig_value <= 1'b0;
		if(echo)
			begin
				echo_counter<=echo_counter+1'b1;
				if((echo_counter > 4'd30882) && (echo_counter < 4'd38235) && (blokiranje_senzor == 0))
				begin
					blokiranje_senzor = 1;
				end
				if (blokiranje_senzor == 1)
				begin
					StepCounter <= StepCounter + 31'b1; 
					if (StepCounter >= step_delay)
					begin
						StepCounter <=32'b0;
						if (angle <= input_angle) 
						begin
							step1 <= step1 - 1;
							angle <= angle + 1;
							case (step1) 
							0: motor_pregrada <= 4'b1100;
							1: motor_pregrada <= 4'b0110;
							2: motor_pregrada <= 4'b0011;
							3: motor_pregrada <= 4'b1001;						
							endcase 
						end
						else if ((angle > input_angle) && (angle < (2 * input_angle)))
						begin
							step1 <= step1 + 1;
							angle <= angle + 1;
							case (step1) 
							0: motor_pregrada <= 4'b1100;
							1: motor_pregrada <= 4'b0110;
							2: motor_pregrada <= 4'b0011;
							3: motor_pregrada <= 4'b1001;					
							endcase 
						end
						else if (angle == input_angle)
						begin
							blokiranje_senzor = 0;
							angle <= 0;
							StepCounter <= 0;
						end
					end
				end
			end
		else
		if(echo_counter !== 19'd000_0000_0000_0000_0000)
			begin
			delay_counter <= delay_counter+1;
			if(delay_counter >= 20'b1111_0100_0010_0100_0000)
				begin
				counter <= 22'b00_0000_0000_0000_0000_0000;
				echo_counter <= 19'd000_0000_0000_0000_0000;
				delay_counter <= 20'b0000_0000_0000_0000_0000;
				end
			end
		end
end
assign trig = trig_value;
endmodule
```
==> metrics.yaml <==
final_layout:
  area_growth_pct: 13.5
  num-fill-cells: 2397
  comb_area_um2: 2910
  seq_area_um2: 4690
  instances_no_fill: 1041
  drive_gt1_frac: 0.0788
min_path:
  min_path_type: "flop to flop"
pwr:
  switching_share: 0.235
  p_leak_nw: 3.03
  cellPowerDensity_nw_per_um2: 307
  report.power.total_mw: 2.72
  combPwrFrac: 0.061
  pwr-share-clk: 0.417
  p_int_mw: 2.08
  power_switching_mw: 0.639
  pwr-share-seq: 0.521
  vdd_ir_drop_max_mv: 0.187
run:
  warnings: 36
  maxCapViolations: 0
cts:
  postCtsSetupBuffers: 0
  holdBufCountCts: 0
  clockBufferDepth: 2
  cts_resized: 0
  clock-sinks: 164
  clkSlewWorstSetupHoldPaths_ns: 0.06
  cts_tree: "yes"
  cts_max_level: 4
  clock_latency_ns: 0.42
  cts_root_buffer: "clkbuf_16"
  cts_buffers: 17
logic_synthesis:
  edf_count: 141
  ys_ff: 164
  yosysSeqAreaShare: 0.601
  synthesis.instances: 697
  synthArstFlopShare: 0
  synth_area_um2: 7810
  syn_area_per_cell_um2: 11.2
  yosysWarnings: 3
  yosys_area_um2: 7810
  synth-main-ff-cell: "edfxtp_1"
  synth_cell_types: 49
  ys_cells: 697
timing:
  max_slew.worst_pin.slew_ns: 0.708
  fmax_ghz: 0.253
  rsz0062_at_grt: "false"
  finalMaxSlewViolations: 0
  maxSlewHeadroom: 0.524
  holdWs_ns: 0.453
  skew_ns: 0.00810
  timing.final.crit_share: 0.659
  tns_ns: 0
  setup-violations-final: 0
  hold_viol: 0
  post-route-min-period_ns: 3.95
drt:
  drc: 0
  drtPass1Iterations: 4
  wl_um: 12000
  drt_iter0_drc: 258
  avgViaCountPerCell: 4.47
  num_vias: 4656
  avgRoutedWirePerCell_um: 11.5
  postRouteAntennaNets: 0
  num_antenna_cells: 0
critical_path:
  path_max_fanout: 33
  crit_path_start_kind: "input port"
  critPathTopFamily: "buffers and inverters"
  critical_path_class: "input port to flop"
  path_buffers: 4
  end_kind: "flop"
  worstPathArrival_ns: 4.02
  required_ns: 6.07
  crit_top_cell: "buf_4"
  crit_chain: "clkdlybuf4s50_1 > inv_1 > a21oi_4 > buf_4 > o2111a_1 > and3b_1 > buf_4"
  crit_slowest_cell: "o2111a_1"
  max_stage_delay_ns: 0.62
floorplanning:
  io_pins: 7
  fp.dieH_um: 163
  die_x_um: 163
  placementRows: 58
  dieArea_um2: 26700
  core_um2: 25300
  initCoreUtil: 0.308
global_route:
  first_global_vias: 4312
  grt_usage: 0.0969
  grt_start_max_net_pins: 34
  grt_pass1_wl_um: 20300
  antenna_found_initial: 0
  grt_overflow_total: 0
placed_design:
  dp_hpwl_um: 7650
  gp_congestion: 0.764
  io_buffers: 6
  placedCellCount: 1009
status:
  outcome: "completed"
## stage by stage
stage / setup WS (ns) / utilization / area (µm²)
2_1_floorplan: 0.641 / - / 7860
3_3_place_gp: 1.60 / 0.326 / 8250
3_5_place_dp: 1.56 / 0.326 / 8250
4_1_cts: 2.01 / 0.350 / 8870
5_1_grt: 1.83 / 0.350 / 8870
6_report: 2.05 / 0.350 / 8870
## logic make-up (layout without fill, tap and decap cells)
logic type,Yosys count,after routing,share of synthesized area
xor+xnor,98,98,0.110
fa+ha+maj,15,15,0.0240
flops,164,164,0.601
compound gates,23,23,0.0210
simple gates,324,324,0.207
other cells,1,14,0.000480
buf+inv,72,73,0.0365
## cell type report
type                            count  share of cell area
Timing Repair Buffer               16              0.0152
Inverter                           25              0.0106
Multi-Input combinational cell    474               0.328
Clock inverter                     15              0.0217
Tap cell                          330              0.0466
Clock buffer                       17              0.0480
Sequential cell                   164               0.529
## layer usage
metal	wire length, µm	up-vias	global-route usage
met2	5170	68	0.139
met1	6270	2152	0.159
met3	460	7	0.0235
met5	0	-	0
li1	-	2429	-
met4	93	0	0.0123
## cells in the final DEF, fill, tap and decap left out, drive strengths merged, types with 10 or more instances in the layout
master  synthesis  layout
nand4          21      21
inv            25      33
dfxtp          23      23
buf             6      10
xor2           41      41
nand2          36      36
nor4           32      32
nor3           21      21
and3           13      13
nand3          36      36
conb            1      14
edfxtp        141     141
xnor2          57      57
nor2          134     134
ha             15      15
clkbuf         41      17
## registers in the layout, summed over array words and instances (netlist names)
signal             flops
echo_counter          19
motor_pregrada         4
trig_value             1
step1                  2
angle                 32
delay_counter         20
blokiranje_senzor     32
StepCounter           32
counter               22
## power by group through the flow
stage	clock network (mW)	logic, mW	registers (mW)
finish	1.14	0.167	1.42
CTS	1.16	0.170	1.42
global route	1.21	0.196	1.43
## path summary, 6_finish.rpt
check	from	end	slack (ns)	cells after the start
setup / recovery	echo	angle[23]	2.05	7
hold / removal	blokiranje_senzor[11]	blokiranje_senzor[11]	0.45	0
setup reg to reg	counter[0]	angle[23]	2.86	9
hold reg to reg	blokiranje_senzor[11]	blokiranje_senzor[11]	0.45	0
## synth_stat cells, drive strengths merged (2+ instances only)
cell type,n,share of area
edfxtp,141,0.54
nor2,134,0.064
xnor2,57,0.064
clkbuf,41,0.020
xor2,41,0.046
nand2,36,0.017
nand3,36,0.025
nor4,32,0.026
inv,25,0.012
dfxtp,23,0.059
nand4,21,0.017
nor3,21,0.016
ha,15,0.024
and3,13,0.010
and4,9,0.010
buf,6,0.0048
a21oi,5,0.0032
nor2b,5,0.0040
a31oi,3,0.0024
nand2b,3,0.0024
and2,2,0.0016
and3b,2,0.0022
nor4b,2,0.0030
o21ai,2,0.0013
o31ai,2,0.0019
or3,2,0.0016
or4,2,0.0019
Power figures rest on the tool's default switching activity, not on a simulated workload.
